[./run.sh]
#!/bin/bash
# OpenROAD 26Q1-2900-gdf79404cd8, Yosys 0.63+post, stock flow scripts
make -C /OpenROAD-flow-scripts/flow DESIGN_CONFIG=/design/flow/config.mk WORK_HOME=/design/flow/orfs finish
[./config.mk]
export PLATFORM = sky130hd
export DESIGN_NAME = signed_sub_later
export DESIGN_NICKNAME = signed_sub_later
export VERILOG_FILES = /design/flow/design.v
export SDC_FILE = /design/flow/constraint.sdc
export NUM_CORES = 4
export LEC_CHECK = 1
export CORE_AREA = 10 10 70 70
export DIE_AREA = 0 0 80 80
[./constraint.sdc]
current_design signed_sub_later

set clk_period 2.2
set clk_io_pct 0.2

create_clock -name clk0 -period $clk_period [get_ports {clk}]

set non_clock_inputs [all_inputs -no_clocks]
set_input_delay [expr $clk_period * $clk_io_pct] -clock clk0 $non_clock_inputs
set_output_delay [expr $clk_period * $clk_io_pct] -clock clk0 [all_outputs]
[./design.v]
module signed_sub_later (
  input                 clk,
  input                 rst_n,
  input [4-1:0]         aIn,
  input [4-1:0]         bIn,
  output signed [5-1:0] subOut
);
  reg signed [5-1:0]    a_r;
  reg signed [5-1:0]    b_r;
  reg signed [5-1:0]    sub1_r;
  reg signed [5-1:0]    sub2_r;
  reg signed [6-1:0]    sub3_r;
  always @( posedge clk ) begin
    a_r <= aIn;   b_r <= bIn;
    sub1_r <= a_r - b_r;
    sub2_r <= sub1_r;
    sub3_r <= sub2_r;
  end
  assign subOut = sub3_r[4-1:0];
endmodule
==> results.txt <==
Implementation results

For this design, the CTS-stage hold fixing added 0 buffers. Setup repair after global routing left no endpoint under its margin. For reference, the critical path cell chain is clkdlybuf4s50_1. The number of gates on the worst path with buffers counted is 1. Counting the buffers created by CTS gives 3.

As reported, the later end of the worst-skew pair has a clock insertion delay of a little under 300 ps. The longest incremental delay of any stage on the critical path is reported as about 460 ps. At the placement stage, the worst setup path has a slack of about 1000 ps. The number of rows created at floorplan is 21. The report lists the power per cell area as approximately 910 nW/um2. The number of global-route vias before repair was about 240. The last weighted congestion value of the routability-driven placer is 0.686. The clock period minus worst slack is about 1500 ps.

The count of nets left with antenna violations after detail routing is 0. The clock skew is 0.890 ps. The netlist uses 10 different library cells. Synthesis handed over a netlist of 36 instances. The run finished with clean final reports. The portion of the clock cycle consumed by the worst path in the final layout is approximately 70%. In the CTS report, the clock slew at the register clock pins of the worst setup and hold paths is listed as 100 ps. The longest clock path from root to sink contains 2 buffers. The total setup buffers inserted after CTS is 0. The level count of the clock H-tree is 1.

The setup TNS is 0 ps. The post-place instance area is roughly 700 um2. The worst path required time is around 1800 ps. For this run the detailed placement stage logged an HPWL of around 490 um.

During placement, the flow inserted port buffers numbering 12. The total power of the final layout is ~670 uW. For this configuration, the core starts out at a cell density of around 15%. The fraction of final layout cells with drive strength greater than 1 is 7.84%. The number of clock sinks is 20. Global routing finished with a remaining overflow of 0. The wire length per cell is ~6.1 um. The register bit count reported by yosys is 20. Per the timing report, the achievable frequency comes out to 0.663 GHz. The yosys synthesis warning count is 1. The horizontal die dimension is 80 um.

The detailed router's first-iteration violation count is 13. The final hold violation count is 0. For the worst setup path, the data arrival time is around 1100 ps. The timing report attributes the biggest portion of critical-path delay to buffers and inverters.

The nature of the critical path startpoint is a register. The top fanout value on the critical path is 1. The timing report notes that buffer and inverter cells on the critical path total 1. Per the detailed-route log, wirelength across all metal layers totals 596 um. The largest vdd supply drop is about 0.40 mV. The leakage power summed over all cells is 0.312 nW. The worst hold path passes through 0 cells. The kind of path behind the tightest hold check is register to register. The OpenROAD warning count is 26.

After synthesis, the chip area reported by Yosys is between 500 and 600 um2. The summed instance area of the synthesized netlist is between 500 and 600 um2. Measured along the y axis, the die boundary spans approximately 80 um. The chip area is around 6400 um2. The critical path class is register to primary output. The total cells reported by yosys after synthesis is 36. The first global-routing pass estimated 903 um of wire.

The design area is 734 um2. The pre-antenna-repair detailed-routing pass consisted of 2 iterations. The setup-violating endpoint count in the final report is 0. Entering global routing, the biggest net connects 12 pins. After layout, the worst setup slack is about 690 ps. Total global-route track usage over all layers is between 1.5 and 2%. The routed layout has around 240 vias. The max-slew violation count is 0.

Of the synthesized area, sequential elements account for 75.8%. Counting cells, the worst reg-to-reg path comes to 5. The worst setup path is captured at a primary output. In this run the clock root is driven by a clkbuf_4.

The area overhead of the layout relative to synthesis is 39.1%. The number of maximum-capacitance violations is 0. The non-filler instance count after layout is 97.

The post-synthesis average cell area is 14.7 um2. The number of placed instances, taps included, is approximately 93. TritonCTS built the clock tree. The final layout report lists a filler cell count of 374. In this run the count of I/O pins placed on the die edge is 15. The number of antenna violations at the first check in global routing is 0.

After floorplanning, the core was sized to cover approximately 3400 um2. Among all stages on the critical path, the largest delay is contributed by clkdlybuf4s50_1. The count of cells resized by post-cts repair is 0. 0 antenna diodes ended up in the layout. The post-route DRC violation count is 0. The number of vias per cell after detailed routing is between 2 and 2.5.
[cells by family (layout without fill, tap and decap cells)]
family / count (synthesis) / count (layout) / share of synthesized area, %
AND-OR/OR-AND: 2 / 2 / 2.61
XOR/XNOR: 3 / 3 / 4.98
adder cells (fa/ha/maj): 4 / 4 / 10.9
buffers and inverters: 6 / 21 / 4.98
flip-flops: 20 / 20 / 75.8
other: 1 / 1 / 0.710
[registers in the layout, indices dropped and copies added, names as in the netlist]
| name | count |
|---|---|
| a_r | 4 |
| b_r | 4 |
| sub1_r | 4 |
| sub2_r | 4 |
| sub3_r | 4 |
[synthesized netlist by cell type, drive strengths merged]
cell | instances | area share (%)
buf | 1 | 1.4
fa | 1 | 3.8
a31oi | 1 | 1.2
xor2 | 1 | 1.7
conb | 1 | 0.71
dfxtp | 20 | 76
inv | 5 | 3.6
ha | 3 | 7.1
xnor2 | 2 | 3.3
a21o | 1 | 1.4
[cell usage in the layout, fill, tap and decap left out, drive strengths merged]
cell,instances
inv,5
ha,3
xor2,1
dfxtp,20
clkdlybuf4s50,12
fa,1
conb,1
a21o,1
xnor2,2
clkbuf,4
a31oi,1
[worst paths after layout]
check,from,endpoint,slack (ps)
setup / recovery,sub3_r[3],subOut[3],690
hold / removal,sub1_r[0],sub2_r[0],340
setup reg to reg,b_r[2],sub1_r[3],990
hold reg to reg,sub1_r[0],sub2_r[0],340
[cell type report]
| class | count | area, um2 | share of cell area (%) |
|---|---|---|---|
| multi-input cells | 10 | 101 | 13.8 |
| clock buffers | 4 | 36.3 | 4.94 |
| repair buffers | 12 | 120 | 16.4 |
| flip-flops and latches | 20 | 400 | 54.5 |
| inverters | 5 | 18.8 | 2.56 |
| well taps | 46 | 57.6 | 7.84 |
[stage by stage]
stage | hold WS, ps | utilization (%)
5_1_grt | 343 | 21.5
4_1_cts | 336 | 21.5
3_5_place_dp | 313 | 20.4
6_report | 335 | 21.5
3_3_place_gp | 313 | 20.4
2_1_floorplan | 310 | -
[layer usage]
metal | GRT usage [%] | vias to the layer above | wire length, um
li1 | - | 135 | -
met1 | 2.29 | 88 | 299
met2 | 1.85 | 16 | 158
met3 | 2.50 | 0 | 137
met4 | 0 | 0 | 0
met5 | 0 | - | 0
[power by group]
| part | internal, mW | total (mW) | switching (mW) |
|---|---|---|---|
| registers | 0.407 | 0.418 | 0.0105 |
| clock network | 0.101 | 0.198 | 0.0970 |
| logic | 0.0429 | 0.0558 | 0.0129 |
Power figures rest on the tool's default switching activity, not on a simulated workload.
