===== flow/run.sh =====
#!/bin/bash
# OpenROAD 26Q1-2900-gdf79404cd8, Yosys 0.63+post, stock flow scripts
make -C /OpenROAD-flow-scripts/flow DESIGN_CONFIG=/design/flow/config.mk WORK_HOME=/design/flow/orfs finish

===== flow/config.mk =====
export PLATFORM = sky130hd
export DESIGN_NAME = blocking_sub_later
export DESIGN_NICKNAME = blocking_sub_later
export VERILOG_FILES = /design/flow/design.v
export SDC_FILE = /design/flow/constraint.sdc
export NUM_CORES = 4
export LEC_CHECK = 1
export CORE_AREA = 10 10 70 70
export DIE_AREA = 0 0 80 80

===== flow/constraint.sdc =====
current_design blocking_sub_later

set clk_period 3.5
set clk_io_pct 0.2

create_clock -name clk0 -period $clk_period [get_ports {clk}]

set non_clock_inputs [all_inputs -no_clocks]
set_input_delay [expr $clk_period * $clk_io_pct] -clock clk0 $non_clock_inputs
set_output_delay [expr $clk_period * $clk_io_pct] -clock clk0 [all_outputs]

===== flow/design.v =====
module blocking_sub_later (
  input                 clk,
  input                 rst_n,
  input [4-1:0]         aIn,
  input [4-1:0]         bIn,
  output signed [5-1:0] subOut
);
  reg signed [5-1:0]    a_r;
  reg signed [5-1:0]    b_r;
  reg signed [5-1:0]    sub1_r;
  reg signed [5-1:0]    sub2_r;
  reg signed [5-1:0]    sub3_r;
  always @( posedge clk ) begin
    a_r = aIn;   b_r = bIn;
    sub1_r = a_r - b_r;
    sub2_r = sub1_r;
    sub3_r = sub2_r;
  end
  assign subOut = sub3_r;
endmodule

==> qor.csv <==
stage,metric,value,unit
status,outcome,completed,
timing,slew margin rel.,90.3,%
clocking,H-tree depth,1,
yosys,Yosys warnings,1,
finish,final core utilization,13.3,%
global_route,met1 Use GR,1.67,%
clocking,Clock Path Buffers,2,
global_route,first-pass GRT wire length,862,µm
hold_path,Worst Hold Class,in2reg,
finish,Final Non-Filler Cells,86,
yosys,YS chip area,240,µm²
worst_setup_path,"CP delay by family, top",adder cells,
drt,Ant. Diodes,0,
timing,RSZ-0062 raised after global routing,false,
clocking,post-cts hold buffer count,0,
global_route,initial antenna violation count,0,
timing,Final WS setup,1560,ps
global_route,GRT Resource Usage Total,1.67,%
drt,DR WL/cell,6.56,µm
worst_setup_path,WP data arrival,2110,ps
worst_setup_path,"Buf+Inv Stages, Crit Path",2,
worst_setup_path,CP max FO,2,
yosys,Syn Std Cell Area,240,µm²
placement,GP Congestion,0.707,
placement,cell count after placement,82,
floorplanning,DIE HEIGHT,80,µm
clocking,TritonCTS clock tree,done,
global_route,busiest grt layer,met2,
clocking,clock-pin slew on the worst setup and hold paths,40,ps
clocking,number of buffers created by CTS,3,
floorplanning,Die ar.,6400,µm²
worst_setup_path,CP Class,in2reg,
drt,total wire length,564,µm
yosys,Synth Seq Share,41.7,%
floorplanning,Core Area,3420,µm²
drt,via count,200,
yosys,Post-Synthesis Cells,23,
floorplanning,Cell Rows,21,
drt,Via-to-Cell Ratio,2.33,
global_route,GR Util met3,0.909,%
clocking,Sink Count,5,
worst_setup_path,Worst Setup EP,sub3_r[4]$_DFF_P_,
yosys,Syn Area/Cell,10.4,µm²
run,Max-Cap Viols,0,
global_route,largest net degree at the start of global routing,5,
run,Log Warnings,26,
clocking,Root Buffer,clkbuf_4,
timing,"Hold Vio Cnt, Final",0,
floorplanning,Core Util at FP,7.03,%
timing,total negative slack,0,ps
global_route,vias in the first global route,208,
pwr,Pwr Density,385,nW/µm²
worst_setup_path,Worst EP required,3670,ps
placement,Post-Place Setup Slack,1320,ps
drt,1st-iter DRT viols,1,
finish,ratio of cells with drive above 1 in the final layout,10.0,%
yosys,count of different cell masters after synthesis,9,
worst_setup_path,Critical Path Slowest Stage Cell,clkdlybuf4s50_1,
finish,fill cell count,397,
pwr,P_leak,0.198,nW
timing,Fmax,515,MHz
timing,hold slack,1120,ps
worst_setup_path,Stages on worst setup path,6,
floorplanning,die width,80,µm
timing,Tightest Pin Transition,145,ps
timing,"Slew Viols, Final",0,
worst_setup_path,crit-path max cell delay,460,ps
timing,Final setup viols,0,
clocking,# resized after CTS,0,
floorplanning,# IOs,15,
worst_setup_path,Critical path origin,bIn[0],
finish,max reg flops,5,
drt,DR pass1 iterations,2,
yosys,flops out of synthesis,5,
worst_setup_path,crit path cell chain,clkdlybuf4s50_1 > ha_1 > inv_1 > fa_1 > a21o_2 > a21oi_1,
timing,Final period util,55.4,%
finish,area delta synth->final,89.1,%
drt,Post-route DRC,0,
global_route,GR Overflow Total,0,
drt,DRT antenna net count,0,
placement,Port Buffers,13,
worst_setup_path,nature of the critical path endpoint,flop,
clocking,"Setup Fix Bufs, Post-CTS",0,
worst_setup_path,crit start category,primary input,
pwr,Peak supply drop,0.0598,mV
yosys,yosys cell count,23,
timing,Final Critical Period,1940,ps
global_route,grt met2 use,2.73,%
==> worst min-delay path by stage <==
stage	startpoint	endpoint	slack (ps)	cells past startpoint
CTS	bIn[0]	sub3_r[0]$_DFF_P_	1120	3
global route	bIn[0]	sub3_r[0]$_DFF_P_	1150	3
finish	aIn[0]	sub3_r[0]$_DFF_P_	1120	4
==> cell usage after synthesis <==
cell type | instances | area, µm²
nand3b_1 | 1 | 7.51
a21o_2 | 1 | 8.76
fa_1 | 1 | 20.0
nand2_1 | 1 | 3.75
inv_1 | 6 | 22.5
dfxtp_1 | 5 | 100
ha_1 | 4 | 50.1
a21oi_1 | 2 | 10.0
xor2_1 | 2 | 17.5
==> cells by family (layout without fill, tap and decap cells) <==
logic type / count (synthesis) / in the layout / share of synthesized area (%)
compound gates: 3 / 3 / 7.81
flops: 5 / 5 / 41.7
xor+xnor: 2 / 2 / 7.29
fa+ha+maj: 5 / 5 / 29.2
simple gates: 2 / 2 / 4.69
buf+inv: 6 / 23 / 9.37
==> placed cells by master (no fill, tap or decap) <==
cell type        synthesis  final
clkbuf_4                 0      3
a21oi_1                  2      2
inv_1                    6      6
nand2_1                  1      1
ha_1                     4      4
fa_1                     1      1
dfxtp_1                  5      5
a21o_2                   1      1
xor2_1                   2      2
nand3b_1                 1      1
clkdlybuf4s50_1          0     13
clkbuf_1                 0      1
==> power breakdown <==
group	leakage (nW)	switching (mW)	internal, mW
combinational	0.141	0.0115	0.0306
clock	0.0150	0.0212	0.0429
sequential	0.0422	0.00185	0.0666
total	0.198	0.0346	0.140
==> through the flow <==
stage / power (mW) / cell area [µm²]
after floorplan: 0.0818 / 240
after global placement: 0.112 / 428
after detailed placement: 0.113 / 428
after CTS: 0.180 / 454
after global routing: 0.190 / 454
final: 0.175 / 454
==> cell type report <==
type	instances	area (µm²)	area share [%]
Tap cell	46	57.6	12.7
Clock buffer	4	26.3	5.79
Multi-Input combinational cell	12	118	25.9
Inverter	6	22.5	4.96
Timing Repair Buffer	13	130	28.7
Sequential cell	5	100	22.0
==> layer usage <==
layer / up-vias / part of all wire [%]
met1: 84 / 35
met2: 8 / 49
met5: - / 0
met4: 0 / 1.4
met3: 2 / 14
li1: 106 / -
Power and IR drop assume default switching activity.
