<file path="flow/run.sh">
#!/bin/bash
# OpenROAD 26Q1-2900-gdf79404cd8, Yosys 0.63+post, stock flow scripts
make -C /OpenROAD-flow-scripts/flow DESIGN_CONFIG=/design/flow/config.mk WORK_HOME=/design/flow/orfs finish
</file>
<file path="flow/config.mk">
export PLATFORM = sky130hd
export DESIGN_NAME = base_sub_later
export DESIGN_NICKNAME = base_sub_later
export VERILOG_FILES = /design/flow/design.v
export SDC_FILE = /design/flow/constraint.sdc
export NUM_CORES = 4
export LEC_CHECK = 1
export CORE_AREA = 10 10 76 76
export DIE_AREA = 0 0 86 86
</file>
<file path="flow/constraint.sdc">
current_design base_sub_later

set clk_period 2.1
set clk_io_pct 0.2

create_clock -name clk0 -period $clk_period [get_ports {clk}]

set non_clock_inputs [all_inputs -no_clocks]
set_input_delay [expr $clk_period * $clk_io_pct] -clock clk0 $non_clock_inputs
set_output_delay [expr $clk_period * $clk_io_pct] -clock clk0 [all_outputs]
</file>
<file path="flow/design.v">
module base_sub_later (
  input                 clk,
  input                 rst_n,
  input [4-1:0]         aIn,
  input [4-1:0]         bIn,
  output signed [5-1:0] subOut
);
  reg signed [5-1:0]    a_r;
  reg signed [5-1:0]    b_r;
  reg signed [5-1:0]    sub1_r;
  reg signed [5-1:0]    sub2_r;
  reg signed [5-1:0]    sub3_r;
  always @( posedge clk ) begin
    a_r <= aIn;   b_r <= bIn;
    sub1_r <= a_r - b_r;
    sub2_r <= sub1_r;
    sub3_r <= sub2_r;
  end
  assign subOut = sub3_r;
endmodule
</file>
==> flow_summary.yaml <==
# implementation run metrics
cts:
  cts_hold_buf: 0
  clk_pin_slew_ns: 0.07
  cts.repair.resized: 0
  cts_buffers: 3
  cts.path.max_buffers: 2
  cts-root-buf: "clkbuf_8"
  ctsHtreeMaxLevel: 1
  cts_sinks: 23
  clkLatencyLatePin_ns: 0.25
  cts_tree: "done"
  postCtsSetupBuffers: 0
critical_path:
  slowest_delay_ns: 0.46
  cp_max_fo: 1
  path_buffers: 1
  crit_path_cell_trace: "clkdlybuf4s50_1"
  cp.required_ns: 1.68
  crit_cells: 1
  crit_family: "buffers and inverters"
  cp-start-kind: "flip-flop"
  path_class: "reg2out"
  crit_slowest_cell: "clkdlybuf4s50_1"
  cp.arrival_ns: 1.03
  endpoint_kind: "output port"
  rr_worst_depth: 6
die:
  die_w_um: 86
  dieArea_sq_um: 7396
  fp-utilization_pct: 14.59
  die_h_um: 86
  core_area_sq_um: 4115
  placementRows: 23
  pin_count: 15
routing:
  drt_iter0_markers: 16
  route.detailed.drc: 0
  postRouteAntennaNets: 0
  routed_wl_um: 686
  viasPerCell: 2.519
  n_antenna_cell: 0
  drt_pass1_iterations: 3
  wl_per_cell_um: 6.352
  via_count: 272
power:
  ir_drop_mv: 0.5913
  p_leak_nw: 0.3603
  power_density_nw_per_um2: 983.9
yosys:
  ys_top_cells_by_count: "dfxtp_1 (23), inv_1 (6), ha_1 (4)"
  syn_inst: 41
  top_cell_area_share_pct: 76.67
  edf_count: 0
  top_cells_by_area: "dfxtp_1 (77%), ha_1 (8.3%), inv_1 (3.8%)"
  yosys.area.top_type: "dfxtp_1"
  synth_flops: 23
  avgSynthCellArea_sq_um: 14.65
  ys_seq_share_pct: 76.67
  yosys-stat-cells: 41
  yosysUniqueCellTypes: 9
  ys_area_sq_um: 600.6
  synthMostInstantiatedCell: "dfxtp_1"
  top_logic_kind: "adder cells"
  syn-cell-area_sq_um: 600.6
  xor_share_pct: 2.917
  adder_share_pct: 11.67
  yosysWarnings: 1
  compound_area_share_pct: 3.125
  synthFlopType: "dfxtp_1"
  simple_gate_share_pct: 1.875
  mux_share_pct: 0
  async_flop_share_pct: 0
min_path:
  hold_class: "reg2reg"
  min_path_cells: 0
final_timing:
  maxSlewHeadroom_pct: 90.44
  worstMarginPinSlew_ns: 0.1434
  min_period_ns: 1.445
  tns_ns: 0
  layout_setup_ws_ns: 0.6545
  hold_viol_final: 0
  setup_violations: 0
  slew_viol_final: 0
  grt_setup_unrepaired: "false"
  finClkSkew_ns: 0.001156
  fin_crit_sh_pct: 68.83
  fmax_mhz: 691.8
cells_and_area:
  fillers: 435
  area_growth_syn_to_layout_pct: 39.79
  drive_gt1_share_pct: 8.621
  seq_area_sq_um: 460.4
  combGateArea_sq_um: 117.6
global_route:
  grt_util_met3_pct: 2.383
  grt_max_degree: 14
  grt_pass1_wl_mm: 1.262
  grt_overflow_total: 0
  grt.busiest_layer: "met1"
  grt_usage_pct: 2.082
  grtUsageMet2_pct: 1.690
  grt_pass1_vias: 299
  grt_use_met1_pct: 3.109
  antenna_found_initial: 0
place:
  port_buffers: 13
  pre_cts_ws_ns: 0.7629
  gp_congestion: 0.6634
  hpwl_um: 530.6
job:
  tool_warnings: 26
  drv_cap: 0
outcome:
  status: "completed"
## cell families (layout without fill, tap and decap cells)
group                    count (synthesis)  count (layout)
AND/OR/NAND/NOR                          2               2
adder cells (fa/ha/maj)                  5               5
AND-OR/OR-AND                            3               3
buffers and inverters                    6              23
flip-flops                              23              23
XOR/XNOR                                 2               2
## metal layers
metal | up-vias | share of wire [%]
met5 | - | 0
met4 | 0 | 0
met3 | 0 | 20
met2 | 17 | 23
met1 | 97 | 57
li1 | 158 | -
## placed cells by master (no fill, tap or decap)
| master | n |
|---|---|
| a21o_2 | 1 |
| a21oi_1 | 2 |
| clkbuf_8 | 3 |
| clkdlybuf4s50_1 | 13 |
| clkinv_2 | 1 |
| dfxtp_1 | 23 |
| fa_1 | 1 |
| ha_1 | 4 |
| inv_1 | 6 |
| nand2_1 | 1 |
| nand3b_1 | 1 |
| xor2_1 | 2 |
## final timing paths
path / startpoint / endpoint / slack (ns)
hold / removal: sub1_r[0] / sub2_r[0] / 0.33
setup / recovery: sub3_r[3] / subOut[3] / 0.65
hold reg to reg: sub1_r[0] / sub2_r[0] / 0.33
setup reg to reg: a_r[0] / sub1_r[4] / 0.77
## sequential cells by signal, indices dropped and copies added, names as in the netlist
name and cells:
sub2_r 5, sub1_r 5, sub3_r 5, b_r 4, a_r 4
## report_power, final
| group | internal (mW) | total (mW) | switching [mW] |
|---|---|---|---|
| Combinational | 0.0505 | 0.0680 | 0.0176 |
| Sequential | 0.491 | 0.503 | 0.0120 |
| Clock | 0.132 | 0.255 | 0.123 |
| Total | 0.673 | 0.826 | 0.153 |
## area by class of cell
type,count,share of cell area (%)
multi-input combinational,12,14.01
clock buffer,3,4.918
clock inverter,1,0.5961
timing repair buffer,13,15.50
tap,50,7.452
sequential,23,54.84
inverter,6,2.683
## metrics by stage
step                area, sq um  utilization (%)  instances  hold slack, ns  total power [mW]
global placement          793.3            19.28        104          0.3144            0.5828
finish                    839.6            20.40        108          0.3293            0.8260
global route              839.6            20.40        108          0.3277            0.8800
CTS                       839.6            20.40        108          0.3291            0.8355
floorplan                 600.6                -         41          0.3096            0.5307
detailed placement        793.3            19.28        104          0.3121            0.5830
Power is estimated from default activity; no workload was simulated.
